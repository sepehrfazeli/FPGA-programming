[design/flow/config.mk]
export PLATFORM = sky130hd
export DESIGN_NAME = p_9_3
export DESIGN_NICKNAME = p_9_3
export VERILOG_FILES = /design/flow/design.v
export SDC_FILE = /design/flow/constraint.sdc
export NUM_CORES = 4
export LEC_CHECK = 1
export CORE_AREA = 10 10 84 84
export DIE_AREA = 0 0 94 94
[design/flow/constraint.sdc]
current_design p_9_3

set clk_period 17.3
set clk_io_pct 0.2

create_clock -name clk0 -period $clk_period

set non_clock_inputs [all_inputs -no_clocks]
set_input_delay [expr $clk_period * $clk_io_pct] -clock clk0 $non_clock_inputs
set_output_delay [expr $clk_period * $clk_io_pct] -clock clk0 [all_outputs]
[design/flow/design.v]
module p_9_3 (
	input  logic  [3:0] op1, op2,
	output logic [6:0] D0_SEG,D1_SEG,D2_SEG
);
	logic [7:0] result;
	logic [3:0] first_digit, second_digit, third_digit;
	logic [6:0] segment_patterns [10:0];
initial begin
    segment_patterns[0] = 7'b1000000;  
    segment_patterns[1] = 7'b1111001;  
    segment_patterns[2] = 7'b0100100;  
    segment_patterns[3] = 7'b0110000;  
    segment_patterns[4] = 7'b0011001;  
    segment_patterns[5] = 7'b0010010;  
    segment_patterns[6] = 7'b0000010;  
    segment_patterns[7] = 7'b1111000;  
    segment_patterns[8] = 7'b0000000;  
    segment_patterns[9] = 7'b0011000;  
    segment_patterns[10] = 7'b1111111;  
end
	always_comb begin
		result <= op1 * op2;
	end
	always_comb begin
		third_digit = result / 100;
		second_digit = result / 10;
		first_digit = result % 10;
		case(first_digit)
		  4'b0000: D0_SEG = segment_patterns[0];  
		  4'b0001: D0_SEG = segment_patterns[1];  
		  4'b0010: D0_SEG = segment_patterns[2];  
		  4'b0011: D0_SEG = segment_patterns[3];  
		  4'b0100: D0_SEG = segment_patterns[4];  
		  4'b0101: D0_SEG = segment_patterns[5];  
		  4'b0110: D0_SEG = segment_patterns[6];  
		  4'b0111: D0_SEG = segment_patterns[7];  
		  4'b1000: D0_SEG = segment_patterns[8];  
		  4'b1001: D0_SEG = segment_patterns[9];  
		  default: D0_SEG = 7'b1000000;  
		endcase
		case(second_digit)
		  4'b0000: D1_SEG = segment_patterns[0];  
		  4'b0001: D1_SEG = segment_patterns[1];  
		  4'b0010: D1_SEG = segment_patterns[2];  
		  4'b0011: D1_SEG = segment_patterns[3];  
		  4'b0100: D1_SEG = segment_patterns[4];  
		  4'b0101: D1_SEG = segment_patterns[5];  
		  4'b0110: D1_SEG = segment_patterns[6];  
		  4'b0111: D1_SEG = segment_patterns[7];  
		  4'b1000: D1_SEG = segment_patterns[8];  
		  4'b1001: D1_SEG = segment_patterns[9];  
		  default: D1_SEG = 7'b1000000;  
		endcase
		case(third_digit)
		  4'b0000: D2_SEG = segment_patterns[0];  
		  4'b0001: D2_SEG = segment_patterns[1];  
		  4'b0010: D2_SEG = segment_patterns[2];  
		  4'b0011: D2_SEG = segment_patterns[3];  
		  4'b0100: D2_SEG = segment_patterns[4];  
		  4'b0101: D2_SEG = segment_patterns[5];  
		  4'b0110: D2_SEG = segment_patterns[6];  
		  4'b0111: D2_SEG = segment_patterns[7];  
		  4'b1000: D2_SEG = segment_patterns[8];  
		  4'b1001: D2_SEG = segment_patterns[9];  
		  default: D2_SEG = 7'b1000000;  
		endcase
	end
endmodule
[design/flow/run.sh]
#!/bin/bash
# OpenROAD 26Q1-2900-gdf79404cd8, Yosys 0.63+post, stock flow scripts
make -C /OpenROAD-flow-scripts/flow DESIGN_CONFIG=/design/flow/config.mk WORK_HOME=/design/flow/orfs finish
==> run summary <==
Largest net degree at the start of global routing = 19
Layout cell share with drive strength beyond 1 = 6.688%
Setup Crit Path Kind = primary input to primary output
Commonest Layout Cell = clkdlybuf4s50_1
Fillers = 534
Flops = 0
Crit path max-delay family = AND-OR/OR-AND gates
Synth area leaders = ha_1 (11%), and2_1 (5.0%), nor2_1 (4.6%), nand2_1 (4.4%), fa_1 (3.8%)
Yosys Instances = 304
Buf/Inv on CP = 5
Remaining DRCs = 0
Final std cells w/o fill = 384
Top layer in use = met3
Fin util = 46.13%
Outcome = complete, no violations
Drt pass-1 iters = 5
Crit-path max FO = 18
Postcts setup bufs = 0
Via count = 2403
Top cell area share = 10.58%
Critical Path AT = 11.13 ns
Cell Type Count = 82
Worst Path Required = 13.84 ns
PortBufs = 28
Clk_buf instances = 0
Final instance area = 2401 um2
Yosys stat area = 2130 um2
First-pass GRT wire length = 10.36 mm
Cell taking the most area after synthesis = ha_1
Crit. End Element = primary output
Levels on crit path = 27
Pre-CTS setup slack = 2.784 ns
Cell area after synthesis = 2130 um2
Area Overhead vs Synth = 12.75%
Final hold viol count = 0
Die Ht = 94 um
RSZ-0062 raised after global routing = false
Worst path max stage delay = 0.57 ns
Routability cong. = 0.9347
Placed cell count = 384
Setup violations, final = 0
Hold path cells = 4
Tool warning count = 35
Core Region = 5205 um2
FP Core Util = 40.91%
Setup slack after layout = 2.706 ns
FF/Latch Area = 0 um2
Minimum clock period = 14.59 ns
HP Class = primary input to primary output
Ports = 29
Slowest cell on the critical path = o211a_1
DIE WIDTH = 94 um
Max_slew headroom = 41.94%
# rows = 26
Fin crit share = 84.36%
Syn Inst Count = 304
Die area = 8836 um2
CTS Hold Bufs = 0
Initial antenna violation count = 0
Total wire length = 6.091 mm
Maximum vdd drop = 0.00007769 V
WL met2 = 2.697 mm
Leak = 0.9536 nW
Post-cts resize count = 0
Tightest Pin Transition = 0.8709 ns
GR Util All Layers = 13.40%
Top cells excl fill/tap = clkdlybuf4s50_1 (28), nor2_1 (26), nand2_1 (25)
Final TNS setup = 0 ns
Pwr dens = 152.1 nW/um2
Syn avg cell area = 7.005 um2
Gr ovfl total = 0
Placed cell areas = 2401 um2
Max-cap violations = 0
Ys Warns = 1
WL/cell = 15.86 um
Met3 WL post-DR = 376 um
N_diodes = 0
Fmax = 0.06852 GHz
Via/cell ratio = 6.258
Final Max Tran Viols = 0
DR iter-0 viols = 224
Routed length on met1 = 3.017 mm
ANT nets after route = 0
Vias in the first global route = 2177
Startpoint Class = primary input
Sequential element share of the synthesized area = 0%
Final HPWL DP = 4.775 mm
[layer usage]
layer / GRT usage, % / vias up
met3: 1.292 / 0
met2: 20.68 / 88
met4: 1.013 / 0
met1: 20.29 / 1114
li1: - / 1201
met5: 0 / -
[cell type report]
type	instances	area, um2	area share (%)
repair buffers	28	280.3	11.67
well taps	70	87.58	3.648
inverters	16	60.06	2.501
multi-input cells	270	1973	82.18
[tightest hold or removal path: cells and delay by family]
kind / cells / cell delay (ns)
AND/OR/NAND/NOR: 1 / 0.31
buffers and inverters: 2 / 0.87
AND-OR/OR-AND: 1 / 0.15
[cell families after synthesis]
family / share of synthesized area (%)
adders and majority gates: 14.81
AOI/OAI and AO/OA: 41.89
muxes: 0.9401
xor gates and xnor gates: 4.407
other: 0.1761
buffers and inverters: 7.343
and+or+nand+nor: 30.44
[synthesized netlist by cell type (all sizes together), types with 4 or more instances]
| library cell | count |
|---|---|
| inv | 15 |
| ha | 18 |
| a2111oi | 4 |
| a211oi | 5 |
| o211ai | 4 |
| xnor2 | 8 |
| a31oi | 12 |
| a31o | 4 |
| o21ai | 17 |
| clkbuf | 8 |
| nor3 | 18 |
| a211o | 4 |
| and2 | 17 |
| fa | 4 |
| and3 | 4 |
| nand3 | 12 |
| o22ai | 5 |
| buf | 10 |
| nor2 | 27 |
| o21a | 6 |
| a21oi | 12 |
| nand2 | 25 |
| o31ai | 4 |
[final timing paths]
kind	start	to	slack, ns
setup / recovery	op1[0]	D0_SEG[3]	2.71
hold / removal	op2[0]	D0_SEG[4]	8.25
[through the flow]
stage | total power [mW] | hold slack (ns)
4_1_cts | 0.3631 | 8.244
6_report | 0.3652 | 8.245
2_1_floorplan | 0.2490 | 7.194
5_1_grt | 0.4040 | 8.335
3_3_place_gp | 0.3658 | 8.254
3_5_place_dp | 0.3600 | 8.239
[power by group]
part           total [mW]  leakage, nW  internal [mW]  switching [mW]
combinational       0.365        0.954          0.164           0.201
clock                   0            0              0               0
sequential              0            0              0               0
total               0.365        0.954          0.164           0.201
No activity file was given, so power comes from the tool's default toggle rates.
