**/design/flow/run.sh**
```bash
#!/bin/bash
# OpenROAD 26Q1-2900-gdf79404cd8, Yosys 0.63+post, stock flow scripts
make -C /OpenROAD-flow-scripts/flow DESIGN_CONFIG=/design/flow/config.mk WORK_HOME=/design/flow/orfs finish
```
**/design/flow/config.mk**
```make
export PLATFORM = sky130hd
export DESIGN_NAME = p_9_2
export DESIGN_NICKNAME = p_9_2
export VERILOG_FILES = /design/flow/design.v
export SDC_FILE = /design/flow/constraint.sdc
export NUM_CORES = 4
export LEC_CHECK = 1
export CORE_AREA = 10 10 73 73
export DIE_AREA = 0 0 83 83
```
**/design/flow/constraint.sdc**
```tcl
current_design p_9_2

set clk_period 4.2
set clk_io_pct 0.2

create_clock -name clk0 -period $clk_period

set non_clock_inputs [all_inputs -no_clocks]
set_input_delay [expr $clk_period * $clk_io_pct] -clock clk0 $non_clock_inputs
set_output_delay [expr $clk_period * $clk_io_pct] -clock clk0 [all_outputs]
```
**/design/flow/design.v**
```verilog
module p_9_2 (
	input  logic  [3:0] op1, op2,
	input  logic  sub,
	output logic [6:0] D0_SEG,D1_SEG
);
	logic [4:0] result;
	logic [3:0] first_digit, second_digit;
	logic [6:0] segment_patterns [10:0];
initial begin
    segment_patterns[0] = 7'b1000000;  
    segment_patterns[1] = 7'b1111001;  
    segment_patterns[2] = 7'b0100100;  
    segment_patterns[3] = 7'b0110000;  
    segment_patterns[4] = 7'b0011001;  
    segment_patterns[5] = 7'b0010010;  
    segment_patterns[6] = 7'b0000010;  
    segment_patterns[7] = 7'b1111000;  
    segment_patterns[8] = 7'b0000000;  
    segment_patterns[9] = 7'b0011000;  
    segment_patterns[10] = 7'b1111111;  
end
	always_comb begin
		if (sub) begin
			 result <= op1 + op2;
		end else begin
			 result <= op1 + (~op2 + 1);
		end
	end
	always_comb begin
		second_digit = result / 10;
		first_digit = result % 10;
		case(first_digit)
		  4'b0000: D0_SEG = segment_patterns[0];  
		  4'b0001: D0_SEG = segment_patterns[1];  
		  4'b0010: D0_SEG = segment_patterns[2];  
		  4'b0011: D0_SEG = segment_patterns[3];  
		  4'b0100: D0_SEG = segment_patterns[4];  
		  4'b0101: D0_SEG = segment_patterns[5];  
		  4'b0110: D0_SEG = segment_patterns[6];  
		  4'b0111: D0_SEG = segment_patterns[7];  
		  4'b1000: D0_SEG = segment_patterns[8];  
		  4'b1001: D0_SEG = segment_patterns[9];  
		  default: D0_SEG = 7'b1000000;  
		endcase
		case(second_digit)
		  4'b0000: D1_SEG = segment_patterns[0];  
		  4'b0001: D1_SEG = segment_patterns[1];  
		  4'b0010: D1_SEG = segment_patterns[2];  
		  4'b0011: D1_SEG = segment_patterns[3];  
		  4'b0100: D1_SEG = segment_patterns[4];  
		  4'b0101: D1_SEG = segment_patterns[5];  
		  4'b0110: D1_SEG = segment_patterns[6];  
		  4'b0111: D1_SEG = segment_patterns[7];  
		  4'b1000: D1_SEG = segment_patterns[8];  
		  4'b1001: D1_SEG = segment_patterns[9];  
		  default: D1_SEG = 7'b1000000;  
		endcase
	end
endmodule
```
==> flow_metrics.tcl <==
# implementation run metrics
set metrics [dict create \
    outcome "complete, no violations" \
    cap_violations 0 \
    coreArea_mm2 0.00374 \
    crit_type "input port to output port" \
    slowest_delay_ns 0.40 \
    worst-path-buf-inv 8 \
    diodes 0 \
    fill_cells 383 \
    die_area_mm2 0.00689 \
    dr.first_iter.drc_count 83 \
    final_max_slew_viol_count 0 \
    met3_usage 0.00492 \
    grt_pass1_vias 1019 \
    largest_area_cell "ha_1" \
    ant_nets 0 \
    crit_slowest_cell "fa_2" \
    fp_util 0.238 \
    synthCells 123 \
    fp.dieW_um 83 \
    pin_count 23 \
    synth_area_um2 892 \
    cp.arrival_ns 3.25 \
    holdBufCountCts 0 \
    drc_errors 0 \
    log.warning_count 38 \
    crit_chain "buf_2 -> inv_2 -> ha_4 -> inv_2 -> fa_2 -> a21o_1 -> a21oi_2 -> o211ai_4 -> inv_4 -> buf_6 -> nor2_4 -> buf_4 -> buf_4 -> nor2_1 -> o21ai_1 -> clkdlybuf4s50_1" \
    start_kind "input port" \
    hold_viol 0 \
    synthMostInstantiatedCell "nor2_1" \
    ys_warn_count 1 \
    grt_use_met1 0.114 \
    rsz0062_at_grt "true" \
    top_usage_layer "met1" \
    grt_pass1_wl_um 4720 \
    die_h_um 83 \
    top_area_frac 0.126 \
    utilization 0.422 \
    min_path_type "input port to output port" \
    vias 1084 \
    num_rows 22 \
    syn_to_final_growth_pct 77.0 \
    fin_ws_ns 0.113 \
    yosys_area_um2 892 \
    max_freq_ghz 0.245 \
    period_minus_slack_ns 4.09 \
    wl_per_cell_um 12.5 \
    common_cells "11 x nor2_1, 9 x ha_1, 8 x inv_1, 8 x nor3_1" \
    flop-count 0 \
    port_buffers 22 \
    p_leak_uw 0.000667 \
    nClkBuffers 0 \
    ys_seq_share 0 \
    yosys_cells 123 \
    vias_per_cell 4.86 \
    ff_latch_area_um2 0 \
    post-place-ws_ns -0.875 \
    grt_antenna_before_repair 0 \
    use_met2 0.114 \
    synth_area_per_cell_um2 7.25 \
    drive_above_1_share 0.554 \
    topCellsByArea "ha_1 13%, xnor2_1 4.9%, nor2_1 4.6%" \
    path_delay_family "buffers and inverters" \
    p_per_area_mw_per_mm2 275 \
    first_pass_iters 4 \
    dp_hpwl_um 2090 \
    crit_path_end_kind "output port" \
    setup_violations 0 \
    synth_cell_type_count 42 \
    grt_use_total 0.0743 \
    required_ns 3.36 \
    grt_overflow 0 \
    gp_congestion 0.886 \
    peakVddDrop_mv 0.114 \
    routed_wl_um 2790 \
    min_period_over_period 0.973 \
    grt_max_degree 22 \
    cp_max_fo 15 \
]
## what timing repair did
action | CTS | global route
setup endpoints to repair | 11 | 9
resized | 70 | 25
setup buffers | 8 | 3
endpoints found under the hold margin | 0 | 0
pin swaps | 19 | 10
## metrics by stage
stage | hold slack, ns | TNS [ns] | std cells | power (uW) | instance area, um^2
2_1_floorplan | 1.99 | 0 | 123 | 186 | 893
3_3_place_gp | 3.19 | -6.10 | 212 | 356 | 1320
3_5_place_dp | 3.19 | -6.29 | 212 | 354 | 1320
4_1_cts | 2.49 | -0.0807 | 220 | 402 | 1480
5_1_grt | 2.49 | -0.233 | 223 | 475 | 1580
6_report | 2.44 | 0 | 223 | 434 | 1580
## power breakdown
group | internal [uW] | switching [uW] | leakage (uW)
registers | 0 | 0 | 0
clock network | 0 | 0 | 0
logic | 234 | 200 | 0.000667
total | 234 | 200 | 0.000667
## cell type report
cell class | instances | area [um^2] | area share
timing repair buffer | 64 | 513 | 0.325
inverter | 10 | 45.0 | 0.0285
tap | 48 | 60.1 | 0.0380
multi-input combinational | 101 | 961 | 0.609
## worst paths after layout
path	from	end	slack (ns)	depth (start not counted)
worst max-delay path	op1[0]	D1_SEG[4]	0.11	16
worst min-delay path	op2[0]	D0_SEG[0]	2.44	6
## placed cells by master (no fill, tap or decap), types with 4 or more instances in the layout
cell type | netlist | final
nand3_1 | 7 | 6
nor3_1 | 8 | 5
buf_4 | 5 | 37
inv_2 | 0 | 6
clkdlybuf4s50_1 | 0 | 7
ha_4 | 0 | 5
buf_6 | 3 | 5
o21ai_0 | 7 | 4
buf_2 | 0 | 7
a21oi_2 | 2 | 5
nor2_1 | 11 | 9
nand2_1 | 6 | 5
## kinds of logic (layout without fill, tap and decap cells)
| kind of cell | count (synthesis) | in the layout | share of synthesized area |
|---|---|---|---|
| XOR/XNOR | 7 | 7 | 0.0771 |
| AND/OR/NAND/NOR | 42 | 42 | 0.227 |
| multiplexers | 3 | 3 | 0.0393 |
| other | 1 | 1 | 0.00420 |
| AND-OR/OR-AND | 37 | 37 | 0.337 |
| adder cells (fa/ha/maj) | 11 | 11 | 0.171 |
| buffers and inverters | 22 | 74 | 0.144 |
## routing by layer
metal  share of wire  routed length [um]
met1            0.52                1450
met2            0.44                1220
met3           0.040                 111
met4               0                   0
met5               0                   0
## worst min-delay path, cell delays in order
cell and delay, ns:
buf_2 0.12, ha_4 0.21, buf_4 0.20, nand2_1 0.08
o21ai_1 0.05, clkbuf_2 0.09
No activity file was given, so power comes from the tool's default toggle rates.
