`flow/config.mk`:
```
export PLATFORM = sky130hd
export DESIGN_NAME = p5_3
export DESIGN_NICKNAME = p5_3
export VERILOG_FILES = /design/flow/design.v
export SDC_FILE = /design/flow/constraint.sdc
export NUM_CORES = 4
export LEC_CHECK = 1
export CORE_AREA = 10 10 70 70
export DIE_AREA = 0 0 80 80
```
`flow/constraint.sdc`:
```
current_design p5_3

set clk_period 1.8
set clk_io_pct 0.2

create_clock -name clk0 -period $clk_period

set non_clock_inputs [all_inputs -no_clocks]
set_input_delay [expr $clk_period * $clk_io_pct] -clock clk0 $non_clock_inputs
set_output_delay [expr $clk_period * $clk_io_pct] -clock clk0 [all_outputs]
```
`flow/design.v`:
```
`timescale 1ns/1ps
module p5_3 (
    input [7:0] sw,      
    input btn,     
    output [6:0] D0_SEG,   
    output [6:0] D1_SEG   
);
reg [6:0] segment_patterns [16:0];
reg [6:0] status1;
reg [6:0] status2;
initial begin
    segment_patterns[0] = 7'b1000000;  
    segment_patterns[1] = 7'b1111001;  
    segment_patterns[2] = 7'b0100100;  
    segment_patterns[3] = 7'b0110000;  
    segment_patterns[4] = 7'b0011001;  
    segment_patterns[5] = 7'b0010010;  
    segment_patterns[6] = 7'b0000010;  
    segment_patterns[7] = 7'b1111000;  
    segment_patterns[8] = 7'b0000000;  
    segment_patterns[9] = 7'b0011000;  
	 segment_patterns[10] = 7'b0001000;  
    segment_patterns[11] = 7'b0000011;  
    segment_patterns[12] = 7'b1000110;  
    segment_patterns[13] = 7'b0100001;  
    segment_patterns[14] = 7'b0000110;  
    segment_patterns[15] = 7'b0001110;  
    segment_patterns[16] = 7'b1111111;  
end
always @(*) begin
	 if (btn == 1'b1) begin
		 status2 = segment_patterns[16];
		 case(sw[3:0])
			  4'd0: status1 = segment_patterns[0];  
			  4'd1: status1 = segment_patterns[1];  
			  4'd2: status1 = segment_patterns[2];  
			  4'd3: status1 = segment_patterns[3];  
			  4'd4: status1 = segment_patterns[4];  
			  4'd5: status1 = segment_patterns[5];  
			  4'd6: status1 = segment_patterns[6];  
			  4'd7: status1 = segment_patterns[7];  
			  4'd8: status1 = segment_patterns[8];  
			  4'd9: status1 = segment_patterns[9];  
			  4'ha: status1 = segment_patterns[10];  
			  4'hb: status1 = segment_patterns[11];  
			  4'hc: status1 = segment_patterns[12];  
			  4'hd: status1 = segment_patterns[13];  
			  4'he: status1 = segment_patterns[14];  
			  4'hf: status1 = segment_patterns[15];  
			  default: status1 = segment_patterns[16];  
		 endcase
	 end else begin
		 status1 = segment_patterns[16];
		 case(sw[7:4])
			  4'd0: status2 = segment_patterns[0];  
			  4'd1: status2 = segment_patterns[1];  
			  4'd2: status2 = segment_patterns[2];  
			  4'd3: status2 = segment_patterns[3];  
			  4'd4: status2 = segment_patterns[4];  
			  4'd5: status2 = segment_patterns[5];  
			  4'd6: status2 = segment_patterns[6];  
			  4'd7: status2 = segment_patterns[7];  
			  4'd8: status2 = segment_patterns[8];  
			  4'd9: status2 = segment_patterns[9];  
			  4'ha: status2 = segment_patterns[10];  
			  4'hb: status2 = segment_patterns[11];  
			  4'hc: status2 = segment_patterns[12];  
			  4'hd: status2 = segment_patterns[13];  
			  4'he: status2 = segment_patterns[14];  
			  4'hf: status2 = segment_patterns[15];  
			  default: status2 = segment_patterns[16];  
		 endcase
    end
end
	assign D0_SEG = status1;
	assign D1_SEG = status2;
endmodule
```
`flow/run.sh`:
```
#!/bin/bash
# OpenROAD 26Q1-2900-gdf79404cd8, Yosys 0.63+post, stock flow scripts
make -C /OpenROAD-flow-scripts/flow DESIGN_CONFIG=/design/flow/config.mk WORK_HOME=/design/flow/orfs finish
```
==> impl_metrics.json <==
{
  "detail_route.wirelength_mm": 1.76,
  "min_period_over_period_pct": 97.9,
  "drtIter0Drc": 15,
  "power.static_leakage_uw": 0.000421,
  "ys_area_um2": 464,
  "first_pass_iteration_count_of_the_detailed_router": 4,
  "drc": 0,
  "detail_placement_hpwl_mm": 1.31,
  "gp_congestion": 0.759,
  "grtUsageTotal_pct": 5.15,
  "vdd_drop_max_mv": 0.0853,
  "register_area_um2": 0,
  "final_hold_viol_count": 0,
  "layout-drive-gt1-share_pct": 39.8,
  "setup_viol_count_final": 0,
  "synth_area_leader_cell": "nor3b_2",
  "ioPinCount": 23,
  "cp.required_ns": 1.44,
  "worst-setup-path-type": "primary input to primary output",
  "yosys.area.top_type_share_pct": 10.8,
  "route.met2.wl_um": 835,
  "cts-hold-fix-buffers": 0,
  "setup_slack_ns": 0.0387,
  "biggest_area_cells": "nor3b_2 11%, a21oi_1 6.5%, o21ai_1 6.5%",
  "synth_warnings": 1,
  "hold_class": "primary input to primary output",
  "path_cells": "buf_4, buf_6, nor3b_4, a211o_1, clkdlybuf4s50_1",
  "crit_arrival_ns": 1.40,
  "grt_pass1_vias": 639,
  "antenna_found_initial": 0,
  "filler_cell_count": 386,
  "antenna_violating_nets_post_route": 0,
  "synth.lib_cells_used.distinct": 32,
  "dr_total_vias": 669,
  "final-max-slew-violation-count": 0,
  "warnings": 32,
  "die_area_mm2": 0.00640,
  "diodes": 0,
  "clkbuf_count": 0,
  "grt_first_pass_wirelength_mm": 2.88,
  "synth_area_um2": 464,
  "cell_count_in_the_yosys_report": 71,
  "final_core_utilization_pct": 27.3,
  "post-route-min-period_ns": 1.76,
  "syn_area_per_cell_um2": 6.54,
  "slew_headroom_pct": 87.4,
  "grt_start_max_net_pins": 11,
  "max_cap_viol_count": 0,
  "critical-path-max-stage-delay_ns": 0.46,
  "post_synth_seq_share_pct": 0,
  "setup.worst_path.end_class": "primary output",
  "floorplanUtilization_pct": 13.6,
  "io_buffer_count": 23,
  "postSynthCellCount": 71,
  "startpoint_type": "primary input",
  "powerDensity_mw_per_mm2": 218,
  "drt-wirelength-per-cell_um": 11.0,
  "critPathSlowestCell": "clkdlybuf4s50_1",
  "met3WireLength_um": 57,
  "n_sequential_cell": 0,
  "globalRouteOverflowTotal": 0,
  "preCtsSetupSlack_ns": -0.591,
  "detail_route.vias_per_cell": 4.21,
  "path_max_fanout": 5,
  "rsz_0062_raised_after_global_routing": "no",
  "maxUsedRoutingLayer": "met3",
  "std_cell_rows": 21,
  "fmax_mhz": 568,
  "x_dimension_of_the_die_um": 80,
  "fp.coreArea_mm2": 0.00342,
  "timing_worst_slew_pin_value_ns": 0.189,
  "met1_length_um": 863,
  "die_h_um": 80,
  "status": "finished, final reports clean",
  "area_growth_pct": 101
}
layer usage:
layer	up-vias	GRT usage, %
li1	351	-
met1	308	7.32
met2	10	8.59
met3	0	0.568
met4	0	0
met5	-	0
cell usage after synthesis (2+ instances only):
cell type,instances
nand2_1,3
o211ai_1,2
o21ai_1,6
buf_2,5
o21a_1,3
nor3b_2,4
inv_1,3
a211o_1,2
a31oi_1,4
nand3_1,3
o221ai_1,2
a21oi_1,6
or2_1,2
buf_4,3
nor2_1,6
timing repair:
item                                    in CTS  in global routing
resized                                     57                 10
cloned                                       1                  0
pin swaps                                    9                  4
buffers inserted                             3                  3
endpoints found under the setup margin      14                  4
metrics by stage:
step,total power (uW),instances,instance area [um2],TNS (ns),hold slack (ns)
2_1_floorplan,84.9,71,464,0,0.773
4_1_cts,196,156,881,0,1.24
6_report,203,159,932,0,1.10
5_1_grt,225,159,932,0,1.12
3_5_place_dp,197,152,851,-7.15,1.82
3_3_place_gp,196,152,851,-7.02,1.82
where the power goes:
part | total [uW] | internal [uW] | switching [uW]
clock | 0 | 0 | 0
sequential | 0 | 0 | 0
combinational | 203 | 122 | 81.2
worst max-delay path, delay by kind of cell:
family	cells	cell delay, ns
buffers and inverters	3	0.72
and+or+nand+nor	1	0.20
AOI/OAI and AO/OA	1	0.12
kinds of logic after synthesis:
family | Yosys count | synth area share, %
simple gates | 27 | 38.5
mux | 1 | 2.16
compound gates | 29 | 40.4
buf+inv | 12 | 15.1
xor+xnor | 2 | 3.77
path summary, 6_finish.rpt:
path                  slack (ns)   from         to  cells after the start
worst min-delay path        1.10  sw[7]  D1_SEG[5]                      4
worst max-delay path        0.04  sw[5]  D1_SEG[4]                      5
area by class of cell:
class,instances,area (um2),area share (%)
Inverter,3,11.3,1.21
Multi-Input combinational cell,59,429,46.0
Tap cell,46,57.6,6.17
Timing Repair Buffer,51,434,46.6
cell usage in the layout (no fill, tap or decap), types with 3 or more instances in the layout:
| master | Yosys | layout |
|---|---|---|
| clkdlybuf4s15_1 | 0 | 3 |
| nor3b_2 | 4 | 3 |
| a31oi_1 | 4 | 4 |
| o21a_1 | 3 | 3 |
| nor2_1 | 6 | 6 |
| buf_6 | 1 | 6 |
| dlymetal6s2s_1 | 0 | 3 |
| o21ai_1 | 6 | 7 |
| buf_4 | 3 | 26 |
| a21oi_1 | 6 | 6 |
| buf_2 | 5 | 3 |
| dlygate4sd2_1 | 0 | 9 |
| nand2_1 | 3 | 3 |
| inv_1 | 3 | 3 |
Power and IR drop assume default switching activity.
